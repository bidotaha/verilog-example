==> /design/flow/design.v <==
module decoder_2x4 ( output [3:0] d,
                     input A,B,E);
wire An,Bn;
not (An,A);
not (Bn,B);
and (d[0],An,Bn,E);
and (d[1],An,B,E);
and (d[2],A,Bn,E);
and (d[3],A,B,E);
endmodule 
module decoder_3x8 ( output [7:0] d,
                     input x,y,z,E);
wire xn,yn,zn;
not (xn,x);
not (yn,y);
not (zn,z);
and (d[0],zn,yn,xn,E);
and (d[1],z,yn,xn,E);
and (d[2],zn,y,xn,E);
and (d[3],z,y,xn,E);
and (d[4],zn,yn,x,E);
and (d[5],z,yn,x,E);
and (d[6],zn,y,x,E);
and (d[7],z,y,x,E);
endmodule 
module decoder_5x32 ( output [31:0] D,
                      input [4:0] A,
                      input E);
wire [3:0] c;
decoder_2x4 m(c[3:0],A[4],A[3],E);
decoder_3x8 w1(D[7:0],A[2],A[1],A[0],c[0]);
decoder_3x8 w2(D[15:8],A[2],A[1],A[0],c[1]);
decoder_3x8 w3(D[23:16],A[2],A[1],A[0],c[2]);
decoder_3x8 w4(D[31:24],A[2],A[1],A[0],c[3]);
endmodule 
`timescale 1ns/1ps
module decoder_5x32_ts();
reg [4:0] A;
reg E;
wire [31:0] D2;
integer i = 0;  
decoder_5x32 c(D2,A,E);
initial
begin
E = 1'b0;
A = 5'b0;
$monitor ("in : %d E : %b out : %b",A,E,D2); 
#10 E = 1'b1;
for (i = 1 ; i <= 32 ; i = i + 1)
#10 A = A + 1;
end
endmodule  
module decoder_2x4_22 ( output [3:0] d,
                     input A,B,E);
assign d[0] = E & (~A) & (~B);
assign d[1] = E & (~A) & (B);
assign d[2] = E & (A) & (~B);
assign d[3] = E & (A) & (B);
endmodule 
module decoder_3x8_22 ( output [7:0] d,
                     input x,y,z,E);
assign d[0] = E & (~z) & (~y) & (~x);
assign d[1] = E & (z) & (~y) & (~x);
assign d[2] = E & (~z) & (y) & (~x);
assign d[3] = E & (z) & (y) & (~x);
assign d[4] = E & (~z) & (~y) & (x);
assign d[5] = E & (z) & (~y) & (x);
assign d[6] = E & (~z) & (y) & (x);
assign d[7] = E & (z) & (y) & (x);
endmodule 
module decoder_5x32_22 ( output [31:0] D,
                      input [4:0] A,
                      input E);
wire [3:0] c;
decoder_2x4_22 m(c[3:0],A[4],A[3],E);
decoder_3x8_22 w1(D[7:0],A[2],A[1],A[0],c[0]);
decoder_3x8_22 w2(D[15:8],A[2],A[1],A[0],c[1]);
decoder_3x8_22 w3(D[23:16],A[2],A[1],A[0],c[2]);
decoder_3x8_22 w4(D[31:24],A[2],A[1],A[0],c[3]);
endmodule 
`timescale 1ns/1ps
module decoder_5x32_22_ts();
reg [4:0] A;
reg E;
wire [31:0] D2;
integer i = 0;  
decoder_5x32_22 c(D2,A,E);
initial
begin
E = 1'b0;
A = 5'b0;
$monitor ("in : %d E : %b out : %b",A,E,D2); 
#10 E = 1'b1;
for (i = 1 ; i <= 32 ; i = i + 1)
#10 A = A + 1;
end
endmodule 
==> /design/flow/run.sh <==
#!/bin/bash
# OpenROAD 26Q1-2900-gdf79404cd8, Yosys 0.63+post, stock flow scripts
make -C /OpenROAD-flow-scripts/flow DESIGN_CONFIG=/design/flow/config.mk WORK_HOME=/design/flow/orfs finish
==> /design/flow/config.mk <==
export PLATFORM = sky130hd
export DESIGN_NAME = decoder_5x32_22
export DESIGN_NICKNAME = decoder_5x32_22
export VERILOG_FILES = /design/flow/design.v
export SDC_FILE = /design/flow/constraint.sdc
export NUM_CORES = 4
export LEC_CHECK = 1
export CORE_AREA = 10 10 70 70
export DIE_AREA = 0 0 80 80
==> /design/flow/constraint.sdc <==
current_design decoder_5x32_22

set clk_period 1.7
set clk_io_pct 0.2

create_clock -name clk0 -period $clk_period

set non_clock_inputs [all_inputs -no_clocks]
set_input_delay [expr $clk_period * $clk_io_pct] -clock clk0 $non_clock_inputs
set_output_delay [expr $clk_period * $clk_io_pct] -clock clk0 [all_outputs]
==> flow_metrics.env <==
# yosys + openroad results
export IMPL_run_status="finished clean"
export IMPL_yosys_warnings=0
export IMPL_row_count=21
export IMPL_ff_count=0
export IMPL_critical_path_startpoint_type="input port"
export IMPL_worst_setup_path_type="input port to primary output"
export IMPL_postRouteAntennaNets=0
export IMPL_min_path_cells=4
export IMPL_area_delta_synth_final_pct=253
export IMPL_rsz0062_at_grt="no"
export IMPL_warning_count=32
export IMPL_worst_hold_startpoint="A[0]"
export IMPL_topCellsByArea="nor2_1, nand4bb_1, nand4b_1, nand2b_1, clkbuf_1"
export IMPL_finalSetupViolations=0
export IMPL_drv_max_cap_violation_count=0
export IMPL_arrival_ps=1320
export IMPL_maximum_vdd_ir_drop_uv=30.0
export IMPL_yosys_stat_seqShare=0
export IMPL_dieHeight_um=80
export IMPL_worst_endpoint_required_ps=1360
export IMPL_initCoreUtil=0.0674
export IMPL_die_w_um=80
export IMPL_chip_area_um2=6400
export IMPL_numPortBuffers=38
export IMPL_crit_path_cell_trace="buf_2, or4b_4, buf_6, nor2_2, buf_2"
export IMPL_routabilityCongestion=0.758
export IMPL_register_area_um2=0
export IMPL_vias_in_the_first_global_route=528
export IMPL_yosys_cell_types_count=9
export IMPL_worst_slew_margin_rel=0.859
export IMPL_yosys_area_um2=230
export IMPL_grt_pass1_wl_um=2910
export IMPL_worstHoldEndpoint="D[1]"
export IMPL_core_area_um2=3420
export IMPL_antenna_cells_inserted=0
export IMPL_yosys_stat_cells=47
export IMPL_worst_path_dominant_cell_family="simple AND/OR/NAND/NOR gates"
export IMPL_grt_total_usage=0.0559
export IMPL_hpwlAfterDp_um=1380
export IMPL_vias_per_cell=3.66
export IMPL_cellLeakagePower_nw=0.431
export IMPL_synth_cell_area_um2=230
export IMPL_power_density_nw_per_um2=135
export IMPL_finish_utilization=0.238
export IMPL_critical_path_slowest_cell="or4b_4"
export IMPL_grt_remaining_overflow=0
export IMPL_clock_buffer_count=0
export IMPL_num_io_pins=38
export IMPL_finalSetupTns_ps=0
export IMPL_drive_gt1_frac=0.485
export IMPL_timing_fmax_mhz=601
export IMPL_filler_cell_count=387
export IMPL_netlist_top_cells_count="nor2_1, clkbuf_1, nand4b_1, nand4bb_1, nand2b_1"
export IMPL_drt_iter0_drc=21
export IMPL_wl_per_cell_um=13.0
export IMPL_post_route_period_util=0.978
export IMPL_top_cell="nor2_1"
export IMPL_cp_num_buf_inv=3
export IMPL_worst_slew_pin_transition_ps=211
export IMPL_timing_final_max_slew_violations=0
export IMPL_finalCriticalPeriod_ps=1660
export IMPL_min_delay_path_class="input port to primary output"
export IMPL_drt_pass1_iter_count=6
export IMPL_post_synth_top_area_cell="nor2_1"
export IMPL_critical_path_max_stage_delay_ps=550
export IMPL_netlist_area_leader_share=0.522
export IMPL_synth_area_per_cell_um2=4.90
export IMPL_critical_path_peak_fanout=2
export IMPL_vias=530
export IMPL_drc=0
export IMPL_initial_antenna_violation_count=0
export IMPL_crit_path_frequent_cell="buf_2"
export IMPL_combGateArea_um2=312
export IMPL_hold_viol_final=0
export IMPL_wirelength_um=1890
export IMPL_worstSetupEndpointType="primary output"
export IMPL_grt_start_max_net_pins=9
export IMPL_postSynthCellCount=47
[metal layers]
layer | vias to the layer above | part of all wire | GRT usage
met1 | 247 | 0.36 | 0.0620
met2 | 25 | 0.48 | 0.0979
li1 | 258 | - | -
met4 | 0 | 0 | 0
met3 | 0 | 0.16 | 0.0295
met5 | - | 0 | 0
[report_power, final]
part	switching (mW)	leakage, nW	total (mW)	internal [mW]
registers	0	0	0	0
logic	0.0496	0.431	0.109	0.0599
clock network	0	0	0	0
[stage by stage]
stage	setup slack (ps)	power (mW)	instance area [um2]	hold slack [ps]	instances
2_1_floorplan	367	0.0231	230	805	47
3_3_place_gp	-580	0.0735	687	1760	132
3_5_place_dp	-621	0.0742	687	1770	132
4_1_cts	3.32	0.107	811	1100	143
5_1_grt	2.67	0.119	812	1130	145
6_report	37.4	0.109	812	1090	145
[layout by cell type (no fill, tap or decap)]
master / Yosys / routed
buf_12: 0 / 1
buf_2: 0 / 12
buf_4: 0 / 9
buf_6: 0 / 7
clkbuf_2: 0 / 3
dlygate4sd2_1: 0 / 23
nand2_2: 0 / 1
nand2b_4: 0 / 2
nand4_1: 1 / 1
nand4b_1: 3 / 3
nand4bb_4: 0 / 3
nor2_1: 32 / 24
nor2_2: 0 / 8
or2_4: 0 / 1
or4b_4: 0 / 1
[tightest hold or removal path, delay by kind of cell]
family	cells	cell delay (ps)
buf+inv	2	230
simple gates	2	170
[worst max path at each step]
stage	start	end	slack (ps)	cells past startpoint
after CTS	E	D[20]	3	7
after global routing	A[4]	D[1]	3	5
final	A[4]	D[1]	40	5
[repair_timing]
action / CTS / global route
hold buffers: 0 / 0
gates resized: 92 / 7
pin swaps: 34 / 1
setup buffers: 11 / 2
setup endpoints to repair: 32 / 9
[kinds of logic after synthesis]
| kind of cell | after synthesis | share of synthesized area |
|---|---|---|
| buffers and inverters | 3 | 0.0489 |
| AND/OR/NAND/NOR | 44 | 0.951 |
[layout make-up]
class,count,share of cell area
Timing Repair Buffer,55,0.545
Multi-Input combinational cell,44,0.384
Tap cell,46,0.0709
Power and IR drop assume default switching activity.
