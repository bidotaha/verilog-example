<file path="./design.v">
module ram #(parameter MEM_WIDTH = 16,
             parameter MEM_DEPTH = 1024,
             parameter ADDR_SIZE = 10)
            (output reg [MEM_WIDTH-1:0] dout,
             input [MEM_WIDTH-1:0] din,
             input [ADDR_SIZE-1:0] addr_wr,addr_rd,
             input wr_en,rd_en,blk_select,clk,rst);
 reg [MEM_WIDTH-1:0] mem [MEM_DEPTH-1:0];
 always @(posedge clk) begin
    if (rst)
        dout <= 0;
    else begin
        if (blk_select) begin
            if (wr_en)
               mem[addr_wr] <= din;
            if (rd_en)
               dout <= mem[addr_rd];   
    end    
    end
 end             
endmodule
module ram_ts ();
parameter MEM_WIDTH_ts = 16;
parameter ADDR_SIZE_ts = 10;
wire [MEM_WIDTH_ts-1:0] dout;
reg  [MEM_WIDTH_ts-1:0] din;
reg [ADDR_SIZE_ts-1:0] addr_wr,addr_rd;
reg  wr_en,rd_en,blk_select,clk,rst;
endmodule
</file>
<file path="./run.sh">
#!/bin/bash
# OpenROAD 26Q1-2900-gdf79404cd8, Yosys 0.63+post, stock flow scripts
make -C /OpenROAD-flow-scripts/flow DESIGN_CONFIG=/design/flow/config.mk WORK_HOME=/design/flow/orfs finish
</file>
<file path="./config.mk">
export PLATFORM = sky130hd
export DESIGN_NAME = ram
export DESIGN_NICKNAME = ram
export VERILOG_FILES = /design/flow/design.v
export SDC_FILE = /design/flow/constraint.sdc
export NUM_CORES = 4
export LEC_CHECK = 1
export CORE_UTILIZATION = 30
export SYNTH_MEMORY_MAX_BITS = 65536
</file>
<file path="./constraint.sdc">
current_design ram

set clk_period 50.4
set clk_io_pct 0.2

create_clock -name clk0 -period $clk_period [get_ports {clk}]

set non_clock_inputs [all_inputs -no_clocks]
set_input_delay [expr $clk_period * $clk_io_pct] -clock clk0 $non_clock_inputs
set_output_delay [expr $clk_period * $clk_io_pct] -clock clk0 [all_outputs]
</file>
==> notes.md <==
run metrics: r2r worst-path depth=7, max-slew violation count=14, syn avg cell area=around 22 µm², Die X=roughly 1.5 mm, peak supply drop=around 0.036 mV, drt via density=5.28, sum of negative setup slack=0 ps, worst-path cell chain=buf_16, buf_4, buf_4, buf_12, buf_4, buf_4, buf_4, buf_4, buf_4, buf_4, mux4_2, mux4_2, a22oi_1, buf_4, nor3_1, a31oi_1, nand4_1, o21ai_0, o21ai_1, Hold Slack=around 740 ps, WS Path Type=input port to flop, Pre-Place Util=0.301, Critical Path Most Common Cell=buf_4, layout cells sized above 1=0.287, startpoint type of the worst setup path=input port, DRT Pass-1 Iters=8, ys flop type=edfxtp_1, IO Pins=about 57, initial antenna violation count=about 290, H-tree levels=7, gpl congestion=approximately 0.95, Post-Syn Area=0.632 mm², fin crit period=~18,000 ps, Worst Hold Endpoint=dout[12], Seq share, synth=0.778, worst r2r dst=dout[13], Worst path slowest cell=buf_4, maximum fanout along the worst path=between 60 and 70, ys async rst share=0, post-CTS repair timing setup buffer count=0, tool warnings=~70, critical path data arrival time=roughly 19,000 ps, DR iter-0 viols=24,500, detailed-route wire length per cell=about 36 µm, core area=2.10 mm², failing checks=capacitance limit, slew limit, max-cap violations=4, Critical Path End Type=flop, Post-Route WL=around 2200 mm, number of global-route vias before repair=351,000, most frequent logic cell in the layout=edfxtp_1, area delta synth->final=16.0%, worst path buffer plus inverter count=11, pin count of the biggest net entering global routing=131, Resize count post-CTS=0, setup violators final=0, Latency at later pin=1420 ps, critical path's top delay family=buffers and inverters, Tot Pwr=about 29,000 µW, Total GRT Usage=0.219, synthesis-stage register bit count=roughly 16,000, hold_sp=dout[12], dpl cell area=~0.68 mm², commonest cells after routing, fill and taps aside=16,400 x edfxtp_1, 3,491 x mux4_2, 2,570 x buf_4, CTS tree=built, number of synthesized flops with an enable pin=between 15,000 and 20,000, worst path required time=between 50,000 and 60,000 ps, hold depth=2, DRC=0, post-route ant nets=0, Port Buffers=56, r2r startpoint=mem[601][13], fin worst setup slack=32,860 ps, total number of vias=323,000, clock skew=between 150 and 200 ps, Slew @ Worst Pin=between 1500 and 2000 ps, final hold violation count=0, CTS Root Cell=clkbuf_16, relative slew slack=-0.0976, Place WS=31,280 ps, Power Dens Cells=slightly below 40 mW/mm², global-route wire length before repair=about 2900 mm, Slowest Stage Delay on Critical Path=680 ps, Design Area, Final=~0.73 mm², leakage power=~0.23 µW, Synth Instances=between 20,000 and 30,000, die area=between 2 and 2.5 mm², period utilization=0.348, grt total ovfl=0, cells in synth_stat.txt=about 29,000, worst min path class=flop to flop, clk buf depth=6, Reg2Reg Setup Slack=about 46,000 ps, library cells used by synthesis=a little under 90, Post-DP HPWL=roughly 1400 mm, RSZ-0062 raised after global routing=false, CTS sink cnt=about 16,000, warnings from Yosys=1, Cell Rows=533, DIE HEIGHT=between 1 and 1.5 mm, Clock Pin Slew Worst Setup and Hold Paths=60 ps, # hold bufs at CTS=0, cts bufs inserted=~1,700, highest achievable clock rate=between 50 and 60 MHz, status=finished, violations left, Yosys chip area=0.632 mm²
## cells in the mapped netlist, types with 154 or more instances
library cell | count | share of area
o21ai_0 | 285 | 0.0023
nor2_1 | 1264 | 0.0075
mux4_1 | 183 | 0.0076
buf_4 | 219 | 0.0026
edfxtp_1 | 16400 | 0.78
nand3_1 | 207 | 0.0016
a21oi_1 | 389 | 0.0031
nand2_1 | 591 | 0.0035
buf_2 | 387 | 0.0031
mux2i_1 | 1458 | 0.023
mux4_2 | 3491 | 0.12
buf_6 | 231 | 0.0041
a22oi_1 | 508 | 0.0060
a211oi_1 | 212 | 0.0025
clkbuf_1 | 525 | 0.0031
o221ai_1 | 243 | 0.0034
buf_8 | 154 | 0.0037
o22ai_1 | 495 | 0.0049
## metrics by stage
step                utilization  std cells
floorplan                     -      28500
global placement          0.323      57500
detailed placement        0.323      57500
CTS                       0.348      60600
global route              0.349      61000
finish                    0.349      61200
## where the power goes
part / leakage, µW / total [µW] / internal [µW] / switching, µW
registers: 0.147 / 15000 / 15000 / 5.27
logic: 0.0543 / 1580 / 452 / 1130
clock network: 0.0261 / 12200 / 7040 / 5150
total: 0.228 / 28800 / 22500 / 6280
## worst max path at each step
stage / from / endpoint / slack (ps) / cells past startpoint
finish: addr_rd[0] / dout[8] / 32860 / 19
global route: addr_rd[0] / dout[2] / 32050 / 19
CTS: addr_rd[0] / dout[1] / 32700 / 21
## cell families after synthesis
kind of cell | count (synthesis) | share of synthesized area
AND-OR/OR-AND | 2695 | 0.0295
flip-flops | 16400 | 0.778
AND/OR/NAND/NOR | 2483 | 0.0167
buffers and inverters | 1767 | 0.0199
multiplexers | 5160 | 0.155
## sequential cells by signal (all words and copies together) (netlist names)
register	cells
dout	16
mem	16384
## per-layer routing
| metal | vias up | global-route usage | share of wire |
|---|---|---|---|
| li1 | 127000 | - | - |
| met1 | 161000 | 0.173 | 0.25 |
| met2 | 29100 | 0.298 | 0.43 |
| met3 | 5195 | 0.235 | 0.23 |
| met4 | 439 | 0.139 | 0.077 |
| met5 | - | 0.0934 | 0.011 |
## tightest hold or removal path: cells and delay by family, from the launching register on
family | cells | cell delay, ps
DFF | 1 | 500
AOI/OAI and AO/OA | 2 | 210
## final cells by class
class | count | area [µm²]
fillers | 189000 | 1370000
flip-flops and latches | 16400 | 492000
multi-input cells | 10300 | 131000
clock buffers | 2059 | 44500
well taps | 28100 | 35100
repair buffers | 2677 | 21000
clock inverters | 981 | 8770
diodes | 621 | 1550
inverters | 9 | 68.8
Power figures rest on the tool's default switching activity, not on a simulated workload.
