[flow/design.v]
 module d_flipflop #(parameter N = 18 )
                    ( output reg [N-1:0] q,
                      input [N-1:0] d,
                      input clk,rstn);
  always @(posedge clk) begin
      if (!rstn)
         q <= 0;
      else 
         q <= d;   
  end    
 endmodule
 module add_sub #( parameter TYPE = "ADD", parameter M =19)
                 ( output reg [M-1:0] result,
                   input [M-1:0] a,b);
      always @(*) begin
         if (TYPE == "ADD")
            result = a+b;
         else if (TYPE == "SUB")
            result = a-b;
      end             
 endmodule
 module multi ( output [47:0] out,
                input [18:0] x,
                input [17:0] y);
   assign out = x*y;  
 endmodule 
 module circuit ( output [47:0] p,
                  input [17:0] a,b,d,
                  input [47:0] c,
                  input clk,rstn);
wire [17:0] d_f,b_f,a_f1,a_f2;
wire [47:0] c_f1,c_f2,c_f3;
wire [18:0] w1,w1_f;
wire [47:0] w2,w2_f,w3;
d_flipflop #(18) d1 (d_f,d,clk,rstn);
d_flipflop #(18) d2 (b_f,b,clk,rstn);
add_sub #(.M(19)) a1 (w1,{1'b0,d_f},{1'b0,b_f});
d_flipflop #(19) d6 (w1_f,w1,clk,rstn);
d_flipflop #(18) d3 (a_f1,a,clk,rstn);
d_flipflop #(18) d4 (a_f2,a_f1,clk,rstn);
multi b1 (w2,w1_f,a_f2);
d_flipflop #(48) d7 (w2_f,w2,clk,rstn);
d_flipflop #(48) d5 (c_f1,c,clk,rstn);
d_flipflop #(48) d9 (c_f2,c_f1,clk,rstn);
d_flipflop #(48) d10 (c_f3,c_f2,clk,rstn);
add_sub #(.M(48)) a2 (w3,w2_f,c_f3);
d_flipflop #(48) d8 (p,w3,clk,rstn);
 endmodule
[flow/run.sh]
#!/bin/bash
# OpenROAD 26Q1-2900-gdf79404cd8, Yosys 0.63+post, stock flow scripts
make -C /OpenROAD-flow-scripts/flow DESIGN_CONFIG=/design/flow/config.mk WORK_HOME=/design/flow/orfs finish
[flow/config.mk]
export PLATFORM = sky130hd
export DESIGN_NAME = circuit
export DESIGN_NICKNAME = circuit
export VERILOG_FILES = /design/flow/design.v
export SDC_FILE = /design/flow/constraint.sdc
export NUM_CORES = 4
export LEC_CHECK = 1
export CORE_UTILIZATION = 50
[flow/constraint.sdc]
current_design circuit

set clk_period 17.3
set clk_io_pct 0.2

create_clock -name clk0 -period $clk_period [get_ports {clk}]

set non_clock_inputs [all_inputs -no_clocks]
set_input_delay [expr $clk_period * $clk_io_pct] -clock clk0 $non_clock_inputs
set_output_delay [expr $clk_period * $clk_io_pct] -clock clk0 [all_outputs]
==> results.txt <==
Physical implementation

The flow ran to the end, and the final reports show no timing, DRC or antenna violations. TritonCTS reports the number of clock sinks as 320. The finished cells cover ~26000 sq um. The TritonCTS buffer count is 34.

STA lists the startpoint of the worst hold path as d3.q[12]. Per the post-route antenna check, the number of violating nets is 0. STA classifies the critical path startpoint as a flop. For this run, asynchronously set or reset flops after synthesis account for 0. The number of remaining DRC errors is 0.

The vertical die dimension is between 200 and 250 microns. Entering global routing, the biggest net connects a little over 100 pins. The quantity of I/O buffers inserted on ports is around 150. Based on the critical path, the design can be clocked at up to between 0.15 and 0.2 GHz. Checking max transition, the worst relative margin is 0.431. The floorplan report gives the top-level pin count as about 150. After synthesis, the cell types taking the most area are dfxtp_1 29%, fa_1 24%, and2_1 11%, ha_1 9.3%, inv_1 5.7%. Along the worst path, the maximum fanout reaches 19. The H-tree was split into 2 levels. The longest individual stage delay on the worst path is 760 ps. The worst-margin pin slew is 853 ps. For the finished layout, the period the worst path requires is between 6000 and 7000 ps. The congestion estimate from routability-driven global placement came to ~0.94. Per the synth stats, the flop cell with the highest instance count is dfxtp_1. The share of synthesized area in the top cell type comes to 0.286.

The startpoint of the lowest-slack register-to-register path is d4.q[3]. The via count normalized by instance count is between 4 and 5. Across every metal layer, demand over resource in global routing totals 0.220. The length in cells of the worst reg-to-reg path is 20. The report lists the cells along the critical path as nand2_1 -> fa_1 -> fa_1 -> fa_1 -> fa_1 -> inv_1 -> fa_1 -> inv_1 -> fa_1 -> inv_1 -> ha_1 -> a21o_1 -> a21oi_1 -> nor2b_1 -> or3b_2 -> o221ai_2 -> o21ai_1 -> a311oi_1 -> xor2_1 -> nor2_1. The synthesized design contains roughly 320 register bits.

The destination of the worst hold path is d4.q[12]. For flop-to-flop paths, the worst setup slack is ~11000 ps. The master cell of the clock root buffer is clkbuf_16. The area of the mapped netlist is 22400 sq um. For this run, the chip area from Yosys synthesis comes to 22400 sq um. The portion of the post-synthesis area used by sequential elements is 0.286. The worst register-to-register path ends at d7.q[27].

According to the hold report, the worst path is of the flop to flop type. The via count of the first global-routing pass is 15300. Setup repair after global routing left no endpoint under its margin. The insertion delay to the later sink of the worst-skew pair is ~550 ps. The final layout reports a setup TNS of 0 ps. The number of buffers added for setup after CTS is 0. In this run, post-CTS repair resized a total of 0 instances. The largest area contributor in the netlist is dfxtp_1.

The effective utilization at floorplan is 0.507. The total congestion overflow is 0. The final tally of hold violations is 0.

The clock transition at the registers of the reported paths is 70 ps. The maximum clock skew at final layout is 26.2 ps. Data arrives at the worst endpoint at roughly 6900 ps. The maximum clock path buffer count is 3.

In this run the VDD rail shows a maximum IR drop of 0.0746 mV. The slowest stage of the critical path belongs to the cell dfxtp_1. The post-route utilization of the core is recorded as 0.577.

The area added between synthesis and finish is 13.7%. The synthesized design contains 0 enable-type register cells. Power spread over the standard cell area amounts to ~74 nW/um^2. After floorplanning, the core was sized to cover ~44000 sq um. The post-route fraction of the period consumed by the critical path is 0.376. The total die size is around 46000 sq um. The die is between 200 and 250 microns wide. Averaged over all synthesized cells, the footprint is approximately 9.4 sq um. STA classifies the critical path endpoint as a flop. The area after detailed placement is 24400 sq um. The first-pass GRT wire length is 75000 microns. The wire length per cell is between 10 and 15 microns. The post-route worst hold slack is between 400 and 500 ps. The count of yosys warnings during synthesis is 5. The OpenROAD report gives the critical path a required time of 17700 ps. The tool warning count for the run is 27. In the placement report, post-DP HPWL is listed as 35600 microns.

Per the OpenROAD power report, leakage power amounts to between 10 and 15 nW. The number of optimization iterations in the first detailed-route pass is 5. Per the run summary, max-cap violations total 0.

The number of standard cells reported by yosys is 2392. The kind of cell adding the most delay to the critical path is adder cells. For reference, the most critical setup path is categorized as flop to flop. The number of cells on the worst hold path is 1. For this block, the via count after detailed routing is approximately 15000. The number of buffer and inverter stages on the critical path is 3. The total number of placement rows is a little under 80.

TritonCTS built the clock tree. The number of antenna violations at the first check in global routing is 1. The number of standard cells after synthesis is roughly 2400. The starting DRC count in detailed routing is approximately 700. The hold-fix buffer count after cts is 0. Counting stages on the worst path, the most repeated cell is fa_1. After synthesis, the netlist uses around 67 different library cells.

The layout summary lists the proportion of cells stronger than drive strength 1 as 0.0351. In the routed netlist, the antenna diode instances number 0. The final timing report lists a max-slew violation count of 0. The detailed-route wire length is roughly 46000 microns.

Setup violations remaining at the end of the flow were counted as 0.
## cell type report
class / instances / area (sq um)
fill: 3736 / 18700
multi-input combinational: 1627 / 14400
sequential: 320 / 6410
timing repair buffer: 160 / 1580
inverter: 341 / 1280
clock buffer: 43 / 956
tap: 592 / 741
clock inverter: 18 / 193
## flip-flops by register name (all words and copies together), names as in the netlist
signal and flops:
d5.q 48, d8.q 48, d9.q 48, d6.q 19, d1.q 18, d2.q 18
d10.q 48, d7.q 37, d3.q 18, d4.q 18
## placed cells by master, fill, tap and decap left out, drive strengths merged, types with 3 or more instances in the layout
cell type      count
or2                3
nor2              92
clkbuf            43
o21a              14
nand2b            13
a21oi             85
xnor2             40
nor3              23
dfxtp            320
o31a               3
nand4             15
a21boi             4
fa               274
o21bai             5
nor2b             20
mux2i              8
a221o              3
ha               166
buf               10
clkinv             9
and2             387
nor3b              3
nand2            264
nand3             15
a21o              30
inv              343
clkinvlp           5
a211o              3
o21ai             45
or3                8
and3              15
a211oi             7
a31oi             12
clkdlybuf4s50    150
xor2              32
o211ai             8
## worst max-delay path by stage
stage         endpoint     from  depth (start not counted)  slack [ps]
finish        d7.q[27]  d4.q[3]                         20       10790
global route  d7.q[27]  d4.q[3]                         20       10420
CTS           d7.q[27]  d4.q[3]                         20       10790
## metal layers
metal | track usage | wire length (microns) | part of all wire | up-vias
met5 | 0 | 0 | 0 | -
met4 | 0.0559 | 1330 | 0.029 | 0
met3 | 0.0375 | 2080 | 0.046 | 67
met2 | 0.358 | 22500 | 0.49 | 328
met1 | 0.320 | 19700 | 0.43 | 7481
li1 | - | - | - | 7598
## per-stage QoR
step	cells	total power, W	worst slack [ps]
after floorplan	2392	0.00106	11180
after global placement	3040	0.00119	10910
after detailed placement	3040	0.00119	10820
after CTS	3101	0.00193	10790
after global routing	3101	0.00201	10420
final	3101	0.00189	10790
## report_power, final
part	internal, W	total (W)	leakage [nW]	switching, W
Clock	0.000428	0.000728	0.552	0.000301
Sequential	0.000783	0.000825	2.63	0.0000420
Combinational	0.000161	0.000341	8.97	0.000180
Total	0.00137	0.00189	12.2	0.000523
## synthesized netlist by cell type (all sizes together), types with 20 or more instances
master and count:
nor2b 20, dfxtp 320, ha 166, clkbuf 100, fa 274, nor3 23, xnor2 40, nor2 92
inv 341, a21o 30, o21ai 45, xor2 32, nand2 264, and2 387, a21oi 85
## cell families after synthesis
kind of cell               count (synthesis)  share of synthesized area
buffers and inverters                    445                     0.0746
AOI/OAI and AO/OA                        239                     0.0694
and+or+nand+nor                          868                      0.202
xor gates and xnor gates                  72                     0.0281
DFF                                      320                      0.286
adders and majority gates                440                      0.337
muxes                                      8                    0.00357
Power figures rest on the tool's default switching activity, not on a simulated workload.
